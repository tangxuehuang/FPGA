==> flow/design.v <==
module fsm(
	input		wire		clk,
	input		wire		rst_n,
	input		wire        key1,
	input		wire        key2,
	output		reg [1:0]	po_money					
	);
parameter	ZERO =5'b00001;
parameter	ONE  =5'b00010;
parameter	TWO  =5'b00100;
parameter	THREE=5'b01000;
parameter	FOUR =5'b10000;
reg [4:0]state;
reg 	po_thing;
always @(posedge clk or negedge rst_n) begin
	if (rst_n== 1'b0) begin
		state <= ZERO;
	end
	else  case(state)
		ZERO:
		if(key1 == 1'b1 )begin
			state <= ONE;
		end 
		else  if(key2 == 1'b1)begin
			state <= TWO;
		end
		else begin
			state <= ZERO;
		end
		ONE  :if(key1 == 1'b1)begin
			state<=TWO;
		end 
		else  if(key2 == 1'b1)begin
			state<=THREE;
		end
		else begin
			state<=ONE;
		end 
		TWO  :if(key1 == 1'b1)begin
			state<=THREE;
		end 
		else  if(key2 == 1'b1)begin
			state<=FOUR;
		end
		else begin
			state<=TWO;
		end  
		THREE:if(key1 == 1'b1)begin
			state<=FOUR;
		end 
		else  if(key2 == 1'b1)begin
			state<=ZERO;
		end
		else begin
			state<=THREE;
		end  
		FOUR :if(key1 == 1'b1)begin
			state<=ZERO;
		end 
		else  if(key2 == 1'b1)begin
			state<=ZERO;
		end
		else begin
			state<=FOUR;
		end  
		default state<=ZERO;
	endcase
	end
always @(posedge clk or negedge rst_n) begin
	if (rst_n== 1'b0) begin
		po_money<=2'b00;
	end
	else if(state==THREE&&key2 == 1'b1)begin
		  po_money<=2'b01;
	end
	else if (state==FOUR&&key1 == 1'b1) begin
		  po_money<=2'b01;
	end
	else if(state==FOUR&&key2 == 1'b1)begin
		  po_money<=2'b10;
	end
	else po_money<=2'b00;
end
always @(posedge clk or negedge rst_n) begin
	if (rst_n== 1'b0) begin
		po_thing<='d0;
	end
	else if(state==THREE&&key2 == 1'b1)begin
		  po_thing<=1'd1;
	end
	else if (state==FOUR&&key1 == 1'b1) begin
		  po_thing<=1'd1;
	end
	else if(state==FOUR&&key2 == 1'b1)begin
		  po_thing<=1'd1;
	end
	else begin
		  po_thing<=1'd0;
	end
end
endmodule
module key(
	input		wire			clk,
	input		wire			rst_n,
	input		wire 			key,
	output		reg				po_key_flag			
	);
parameter	CNT_5ms = 249999;
reg 		key_reg;
reg 		cnt_flag;
reg [31:0]  key_cnt;
always @(posedge clk or negedge rst_n) begin
	if (rst_n==1'b0) begin
		key_reg<='d0;
	end
	else begin 
		key_reg<=key;
	end
end
always @(posedge clk or negedge rst_n) begin
	if (rst_n==1'b0) begin
		key_cnt<='d0;
	end
	else if (key == 1'b1 && key_reg == 1'b0) begin
		key_cnt <= 'd0;
	end
	else if (key == 1'b0 && key_reg == 1'b1) begin
		key_cnt <= 'd0;
	end
	else if(cnt_flag == 'd1)begin
		key_cnt<= key_cnt;
	end
	else if(key==0)begin
		key_cnt<= key_cnt+1'b1;
	end
end
always @(posedge clk or negedge rst_n) begin
	if (rst_n==1'b0) begin
		cnt_flag <= 'd0;
	end
	else if (key == 1'b1 && key_reg == 1'b0) begin
		cnt_flag <= 'd0;
	end
	else if (key_cnt >= CNT_5ms) begin
		cnt_flag <= 'd1;
	end
end
always @(posedge clk or negedge rst_n) begin
	if (rst_n==1'b0) begin
		po_key_flag<='d0;
	end
	else if (key_cnt == CNT_5ms && cnt_flag == 'd0) begin
		po_key_flag<='d1;
	end
	else begin
		po_key_flag<='d0;
	end
end
endmodule
module led(
input		wire		    clk,
input		wire		    rst_n,
input		wire[1:0]		flag_sd,	
output		reg [3:0]		led	
	);
parameter	cnt_max=119; 
parameter	cnt_max_1=124; 
reg flag_s;
reg flag_d;
reg [25:0]cnt_25;
reg [5:0]cnt_40;
reg flag_state;
always @(posedge clk or negedge rst_n) begin
	if (rst_n==1'b0) begin
		flag_d<='d0;	
	end
	else if (cnt_40==41 && cnt_25==cnt_max) begin
		flag_d <= 'd0;
	end
	else if (flag_sd == 2'b10) begin
		flag_d <= 1'b1;
	end
	else begin
		flag_d <= flag_d;
	end
end
always @(posedge clk or negedge rst_n) begin
	if (rst_n==1'b0) begin
		flag_s<='d0;	
	end
	else if (cnt_40==39 && cnt_25==cnt_max_1) begin
		flag_s <= 'd0;
		end
	else if (flag_sd ==2'b01) begin
		flag_s <= 1'b1;
	end
	else begin
		flag_s <= flag_s;
	end
end
always @(posedge clk or negedge rst_n) begin
	if (rst_n==1'b0) begin
		cnt_40 <='d0;
	end
	else if(flag_s==1'b1)
	begin 
	if (cnt_40==39 && cnt_25==cnt_max_1) begin
		        cnt_40 <='d0;
		end
	else if(cnt_25==cnt_max_1)begin
		        cnt_40 <=cnt_40 +1'b1;
		end
	end
	else if(flag_d==1'b1)
	begin if (cnt_40==41 && cnt_25==cnt_max) begin
		     cnt_40 <='d0;
		end
	else if(cnt_25==cnt_max)begin
		     cnt_40 <=cnt_40 +1'b1;
		end
	end
end
always @(posedge clk or negedge rst_n) begin
	if (rst_n==1'b0) begin
		cnt_25<='d0;
	end
	else if (flag_s==1'b1) begin
		if(cnt_25==cnt_max_1)
			cnt_25<='d0;
		else 
			cnt_25<=cnt_25+1'b1;
	end
	else if (flag_d==1'b1) begin
		if(cnt_25==cnt_max)
			cnt_25<='d0;
		else 
			cnt_25<=cnt_25+1'b1;
	end
end
always @(posedge clk or negedge rst_n) begin
	if (rst_n==1'b0) begin
		led<=4'b0001;
	end
	else if (flag_s==1'b1 && cnt_25==cnt_max_1) begin
		led<={led[2:0],led[3]};
	end
	else if(flag_d==1'b1&& cnt_25==cnt_max )begin
		 if(flag_state =='d1)begin
			led	<= {led[0],led[3:1]};
		end
		else if(flag_state =='d0)
			led	<= {led[2:0],led[3]};
	end
	else begin
	 	led<=led;
	end
end
always @(posedge clk or negedge rst_n) begin
	if (rst_n==1'b0) begin
		flag_state<='d0;
	end
	else if (led==4'b1000) begin
		flag_state<='d1;
	end
	else if (led==4'b0001) begin
		flag_state<='d0;
	end
	else begin
		flag_state <= flag_state;
	end
end
endmodule
module top(
input		wire		clk,
input		wire		rst_n,
input		wire		key1,
input		wire		key2,	
output		wire [3:0]	led	
	);
wire   [1:0]po_money;
wire   po_key_flag1;
wire   po_key_flag2;
key  inst_key (
			.clk         (clk),
			.rst_n       (rst_n),
			.key         (key1),
			.po_key_flag (po_key_flag1)
		);
key inst_key1 (
			.clk         (clk),
			.rst_n       (rst_n),
			.key         (key2),
			.po_key_flag (po_key_flag2)
		);
fsm inst_fsm (
			.clk      (clk),
			.rst_n    (rst_n),
			.key1     (po_key_flag1),
			.key2     (po_key_flag2),
			.po_money (po_money)
		);
led  inst_led (
			.clk     (clk),
			.rst_n   (rst_n),
			.flag_sd (po_money),
			.led     (led)
		);
endmodule
==> flow/run.sh <==
#!/bin/bash
# OpenROAD 26Q1-2900-gdf79404cd8, Yosys 0.63+post, stock flow scripts
make -C /OpenROAD-flow-scripts/flow DESIGN_CONFIG=/design/flow/config.mk WORK_HOME=/design/flow/orfs finish
==> flow/config.mk <==
export PLATFORM = sky130hd
export DESIGN_NAME = top
export DESIGN_NICKNAME = top
export VERILOG_FILES = /design/flow/design.v
export SDC_FILE = /design/flow/constraint.sdc
export NUM_CORES = 4
export LEC_CHECK = 1
export CORE_UTILIZATION = 30
==> flow/constraint.sdc <==
current_design top

set clk_period 4.9
set clk_io_pct 0.2

create_clock -name clk0 -period $clk_period [get_ports {clk}]

set non_clock_inputs [all_inputs -no_clocks]
set_input_delay [expr $clk_period * $clk_io_pct] -clock clk0 $non_clock_inputs
set_output_delay [expr $clk_period * $clk_io_pct] -clock clk0 [all_outputs]
==> impl_metrics.ini <==
; generated from flow reports
[final_timing]
finClkSkew_ps = 8.73
relSlewSlack_pct = 45.0
maxSlewViolCount = 0
worst_slew_pin_slew_ps = 825
setup_viol = 0
setup_ws_ps = 1680
rsz0062_at_grt = no
period_needed_ps = 3220
tns_ps = 0
timing.final.crit_share_pct = 65.7
fmax_mhz = 311
finalHoldViolCount = 0

[route]
drc = 0
wl_met2_um = 5180
antenna_cells = 0
dr_wl_met3_um = 356
totalWireLength_um = 11600
detail_route.wl_per_cell_um = 12.5
met1_length_um = 5910
drt_pre_antenna_iters = 4
top_layer_used = met4
via_count = 4587
viasPerCell = 4.96
drt_iter0_drc = 235
ant_nets = 0

[clock_tree]
cts_setup_buffers = 0
cts_inserted_buffers = 17
ctsLongestPathBuffers = 2
cts_tree = yes
cts.clk_slew.worst_paths_ps = 60
cts_resized = 0
clock-sinks = 116
ctsHoldBuffers = 0
cts_root_buf = clkbuf_16
insertion_delay_ps = 410
htree_num_levels = 4

[global_route]
antenna_found_initial = 0
track_usage_pct = 12.3
grt_pass1_vias = 4244
grt-ovfl-total = 0
grt_max_degree = 53
grt_pass1_wl_um = 20300

[yosys]
syn_inst = 636
ys_ff = 116
synthDistinctLibCells = 53
yosysCellCount = 636
netlist_area_um2 = 6050
syn_area_per_cell_um2 = 9.52
synthArstFlopShare_pct = 100
flop_cell = dfrtp_1
yosysMostFrequentCell = dfrtp_1
largest_area_cell = dfrtp_1
ys_area_um2 = 6050
synth-warning-count = 3
ys_seq_share_pct = 48.0
top_cells_by_count = dfrtp_1 (114), nor2_1 (69), nand2_1 (60), nand3_1 (40), o21ai_0 (38)
edf_count = 0
topCellsByArea = dfrtp_1 (47%), nor2_1 (4.3%), xnor2_1 (4.1%), nand2_1 (3.7%), xor2_1 (3.3%)
top_cell_area_share_pct = 47.1

[run_status]
status = finished, final reports clean

[layout]
flop_area_um2 = 2910
syn_to_final_growth_pct = 16.1
logic_area_um2 = 2990
largestRegisters = inst_key.key_cnt (32), inst_key1.key_cnt (32), inst_led.cnt_25 (26)
drive_above_1_share_pct = 8.50
stdcell_area_um2 = 7030
fillCellCount = 1903

[placed_design]
hpwlAfterDp_um = 7660
port-buffer-count = 7
place_area_um2 = 6400
globalplace.congestion = 0.827
dp_slack_ps = 1280

[setup_path]
end_kind = flop
critPathLaunchType = input port
cp_data_arrival_time_ps = 3560
crit_type = in -> reg
crit_required_ps = 5250
timing.rr.start = inst_key.key_reg
crit_fanout = 8
worst-r2r-cell-count = 6
ff2ff_setup_slack_ps = 2440
regToRegEndpoint = inst_key.key_cnt[31]

[min_path]
hp-start = inst_led.cnt_25[25]
whs_endpoint = inst_led.cnt_25[25]
hold_path_class = reg -> reg
hold-path-cell-count = 1

[floorplanning]
boundaryPins = 8
coreArea_um2 = 19600
rows = 51
fp-utilization_pct = 30.9
dieArea_um2 = 20700
die_x_um = 144
fp.dieH_um = 144

[pwr]
seqPwrFrac_pct = 42.0
p_leak_uw = 0.00300
power_density_nw_per_um2 = 333
pwr-share-comb_pct = 3.2
switching_share_pct = 20.6
netSwitchingPower_uw = 483
p_int_uw = 1860
p_clk_share_pct = 54.8
ir_drop_mv = 0.247

[flow_run]
tool_warnings = 31
maxCapViolations = 0
layout by cell type (no fill, tap or decap), types with 16 or more instances in the layout:
master and n:
dfrtp_1 114, nand2_1 60, and3_1 16, o21ai_0 38, a21oi_1 25, nor2_1 69, nand4_1 29, nor3_1 17
nor4_1 23, clkbuf_16 17, inv_1 19, xnor2_1 28, nand3_1 40, xor2_1 23
how the worst max path moves through the flow:
stage	from	end	slack (ps)	cells past startpoint
CTS	key1	inst_key.key_cnt[31]	1700	8
global route	key2	inst_key1.key_cnt[29]	1510	8
finish	key1	inst_key.key_cnt[31]	1680	8
critical path: stages:
cell	delay [ps]
clkdlybuf4s50_1	520
inv_1	60
ha_1	300
a21o_1	250
nor3_1	460
nand4_1	360
or4_1	550
nand2_1	80
through the flow:
stage | utilization (%) | power (uW) | hold WS [ps] | std cells
finish | 35.9 | 2340 | 462 | 924
global route | 35.9 | 2430 | 483 | 924
CTS | 35.9 | 2380 | 469 | 924
detailed placement | 32.7 | 1080 | 462 | 892
global placement | 32.7 | 1080 | 458 | 892
floorplan | - | 1040 | 431 | 636
cell type report:
class                           count  share of cell area (%)
Inverter                           19                    1.01
Multi-Input combinational cell    480                    42.6
Sequential cell                   116                    41.3
Timing Repair Buffer               12                    1.50
Clock inverter                      8                    1.73
Tap cell                          265                    4.72
Clock buffer                       24                    7.14
layer usage:
layer | vias up | global-route usage [%]
li1 | 2335 | -
met1 | 2195 | 19.1
met2 | 47 | 18.5
met3 | 10 | 2.66
met4 | 0 | 1.51
met5 | - | 0
power groups by stage:
stage,clock network (uW),logic (uW),registers [uW]
final,1280,75.2,982
after global routing,1360,88.5,984
after CTS,1320,78.6,981
cell families (layout without fill, tap and decap cells):
logic type | count (synthesis) | after routing | synth area share (%)
xor+xnor | 51 | 51 | 7.38
buf+inv | 40 | 63 | 2.56
flops | 116 | 116 | 48.0
mux | 10 | 10 | 1.70
fa+ha+maj | 12 | 12 | 2.48
compound gates | 103 | 103 | 10.8
simple gates | 304 | 304 | 27.1
No activity file was given, so power comes from the tool's default toggle rates.
